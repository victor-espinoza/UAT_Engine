<file path="design/flow/design.v">
`timescale 1ns / 1ps
module transmit_engine(clk, rstb, bit8, parity_en, odd_n_even, baud_val, txWrite, 
 inData, tx, pico_data);
   input        clk, rstb, bit8, parity_en, odd_n_even, txWrite;
   input [3:0]  baud_val;
   input [7:0]  inData;
   output       tx;
   output [7:0] pico_data;
   wire         TxSet, TxRst, Done, sSet, sRst, ld, btu, shift;
   reg  [7:0]   data;
   reg  [17:0]  baudCountNum, baudCount, nBaudCount;
   reg  [3:0]   bitCount, nBitCount;
   reg          TxRdy, start, write1Delay;   
   reg [11:0]   sreg_data;
   reg          b7, b8;
   assign TxSet = Done;
   assign TxRst = txWrite;
   always@(posedge clk, negedge rstb)
      if(!rstb) 
         TxRdy <= 1'b1;
      else if(TxSet) 
         TxRdy <= 1'b1;
      else if(TxRst) 
         TxRdy <= 1'b0;
      else 
         TxRdy <= TxRdy;
   assign pico_data[7:0] = {6'b0, TxRdy, 1'b0};
   assign sSet = txWrite;
   assign sRst = Done;
   always@(posedge clk, negedge rstb)
      if(!rstb) 
         start <= 1'b0;
      else if(sSet) 
         start <= 1'b1;
      else if(sRst) 
         start <= 1'b0;
      else 
         start <= start;
   assign ld = txWrite;
   always@(posedge clk, negedge rstb)
      if(!rstb)
         data <= 8'b00;
      else if (ld)
         data <= inData;
      else 
         data <= data;
   always@(posedge clk, negedge rstb)
      if(!rstb)
         write1Delay <= 1'b0;
      else 
         write1Delay <= txWrite;
   always @(*) 
      case ({bit8,parity_en,odd_n_even})
         3'b000: {b8,b7} = 2'b11;  
         3'b001: {b8,b7} = 2'b11;  
         3'b010: {b8,b7} = {1'b1, ^data[6:0]};  
         3'b011: {b8,b7} = {1'b1, ~(^data[6:0])};  
         3'b100: {b8,b7} = {1'b1, data[7]};  
         3'b101: {b8,b7} = {1'b1, data[7]};  
         3'b110: {b8,b7} = {(^data[7:0]), data[7]};  
         3'b111: {b8,b7} = {~(^data[7:0]), data[7]};  
         default: {b8,b7} = 2'b00;  
      endcase
   always @( posedge clk, negedge rstb)
      if (!rstb)
         sreg_data <=12'hFFF;  
      else if (write1Delay)
         sreg_data <= {1'b1,b8,b7,data[6:0], 1'b0, 1'b1}; 
      else if (shift)begin
         sreg_data <=  sreg_data >> 1;  
         sreg_data [11] <= 1;  
      end
   assign tx = sreg_data[0];
   always@(*)
      case(baud_val)
         4'b0000: baudCountNum = 166667 -1;   
         4'b0001: baudCountNum = 41667 - 1;   
         4'b0010: baudCountNum = 20833 - 1;   
         4'b0011: baudCountNum = 10417 - 1;   
         4'b0100: baudCountNum = 5208 - 1;    
         4'b0101: baudCountNum = 2604 - 1;    
         4'b0110: baudCountNum = 1302 - 1;    
         4'b0111: baudCountNum = 868 - 1;     
         4'b1000: baudCountNum = 434 - 1;     
         4'b1001: baudCountNum = 217 - 1;     
         4'b1010: baudCountNum = 109 - 1;     
         4'b1011: baudCountNum = 54 - 1;      
         default: baudCountNum = 166667 - 1;  
      endcase 
   assign btu = (baudCount == baudCountNum) ? 1'b1 : 1'b0;
   assign shift = btu;
   always@(*)
      case({btu, start})
         2'b00 : nBaudCount = 18'b00;
         2'b01 : nBaudCount = baudCount + 1;
         2'b10 : nBaudCount = 18'b00;
         2'b11 : nBaudCount = 18'b00;
         default : nBaudCount = 18'b00;
      endcase
   always @(posedge clk, negedge rstb)
      if(!rstb)  
         baudCount <= 18'b0;  
      else 
         baudCount <= nBaudCount;  
   assign Done = (bitCount == 11) ? 1'b1 : 1'b0;
   always@(*)
      case({btu, start})
         2'b00 : nBitCount = 4'b00;
         2'b01 : nBitCount = bitCount;
         2'b10 : nBitCount = 4'b00;
         2'b11 : nBitCount = bitCount + 1;
         default : nBitCount = 4'b00;
      endcase
   always @(posedge clk, negedge rstb)
      if(!rstb)  
         bitCount <= 4'b0;  
      else 
         bitCount <= nBitCount;  
endmodule
</file>
<file path="design/flow/run.sh">
#!/bin/bash
# OpenROAD 26Q1-2900-gdf79404cd8, Yosys 0.63+post, stock flow scripts
make -C /OpenROAD-flow-scripts/flow DESIGN_CONFIG=/design/flow/config.mk WORK_HOME=/design/flow/orfs finish
</file>
<file path="design/flow/constraint.sdc">
current_design transmit_engine

set clk_period 4.3
set clk_io_pct 0.2

create_clock -name clk0 -period $clk_period [get_ports {clk}]

set non_clock_inputs [all_inputs -no_clocks]
set_input_delay [expr $clk_period * $clk_io_pct] -clock clk0 $non_clock_inputs
set_output_delay [expr $clk_period * $clk_io_pct] -clock clk0 [all_outputs]
</file>
<file path="design/flow/config.mk">
export PLATFORM = sky130hd
export DESIGN_NAME = transmit_engine
export DESIGN_NICKNAME = transmit_engine
export VERILOG_FILES = /design/flow/design.v
export SDC_FILE = /design/flow/constraint.sdc
export NUM_CORES = 4
export LEC_CHECK = 1
export CORE_UTILIZATION = 30
</file>
==> Changelog: implementation <==
## Flow update

- WL final: 6760 um
- Synth Flop Type: dfrtp_1
- Worst-case reg-to-reg path depth: 7
- Synth flops: 44
- Number of setup violations in the final report: 0
- CTS Buffer Depth: 2
- Post-CTS Setup Inserts: 0
- Core area: 10,300 sq um
- TritonCTS Sinks: 44
- Routed length per instance: 13.7 um
- Layout cell share with drive strength beyond 1: 12.8%
- Number of global-route vias before repair: 2,341
- Placer Congestion: 0.881
- Yosys cell types: 59
- Reg clk slew, reported paths: 80 ps
- Vias per cell: 5.21
- Yosys cell count: 349
- Hold Fails Final Rpt: 0
- First-pass GRT wire length: 11,600 um
- Area grow syn2layout: 11.0%
- # hold bufs at CTS: 0
- Initial antenna violation count: 0
- Mapped Avg Cell Area: between 9 and 10 sq um
- Ys async rst share: 100%
- Crit path cell chain: clkdlybuf4s50_1 > inv_1 > ha_1 > xor2_1 > a22oi_1 > o21a_1 > or4_1 > o41ai_4 > buf_4 > nor2_1
- Fin util: between 30% and 40%
- Final worst setup slack: 743 ps
- Most frequent logic cell in the layout: dfrtp_1
- Die Y-Extent: 105 um
- Worst-Margin Slew: 643 ps
- Min Clock Period, post-route: around 3600 ps
- Post-synth area hogs: dfrtp_1 25%, dfstp_2 9.9%, xnor2_1 5.0%
- Outcome: complete, no violations
- DP HPWL: around 4800 um
- EDFF count, synth: 0
- Tool Warnings: 31
- FMAX: 0.281 GHz
- Drt pass-1 iters: 5
- Finished Cell Area: 3520 sq um
- Io pins: 27
- Die area: 11,000 sq um
- Area post-placement: 3430 sq um
- Post-Syn Area: 3170 sq um
- CP endpoint kind: register
- Worst clock skew: 19.6 ps
- PortBufs: 19
- Area figure in the yosys stat output: approximately 3200 sq um
- Crit Path Class: in2reg
- Cell count after synthesis: about 350
- Starting DRT DRC Count: between 150 and 200
- Placed cell count: 486
- Pins Over Slew Limit: 0
- Worst Path Max Fanout: 18
- Post-route DRC: 0
- Placement Rows: 37
- Cycle use final: 82.7%
- Cell type with the largest total area: dfrtp_1
- CP max stage cell: or4_1
- Most frequent logic cells in the routed design: 32 x dfrtp_1, 28 x nor2_1, 20 x nand3_1
- Crit path required time: between 4000 and 5000 ps
- Pleak: 1.41 nW
- Pwr Total: 1.23 mW
- Largest net degree at the start of global routing: between 40 and 50
- Post-cts sizing count: 0
- Final non-filler cell total: 494
- Root Driver: clkbuf_8
- Power Density: between 300 and 400 nW/um^2
- Synth Seq Share: 35.2%
- Place WS: 428 ps
- Insertion Delay late pin: 300 ps
- H-Tree Depth: 2
- Critical Path Start Type: input pin
- Tot GR Track Use: 13.1%
- Max VDD drop: 0.000148 V
- CTS Buf Count: 5
- Antenna Cells: 0
- Max cap viols: 0
- Hold path cells: 2
- Worst EP arrival: 3730 ps
- Worst hold path class: reg2reg
- Antenna-violating nets left: 0
- Synthesis Warnings: 1
- CTS tree: built
- Fp_density: a little under a third
- Setup TNS Final: 0 ps
- Total number of vias: about 2.6k
- Area share, top type: 25.2%
- GR Overflow Total: 0
- Die Width: 105 um
- Final Hold Slack: 479 ps
- RSZ-0062 raised after global routing: false
- Slowest cell delay on critical path: 710 ps
- Max-Slew Margin vs Limit: 57.2%
==> layout make-up <==
type | instances | area (sq um)
well taps | 136 | 170
fillers | 1031 | 6750
clock inverters | 1 | 7.51
multi-input cells | 265 | 1830
flip-flops and latches | 44 | 1120
repair buffers | 30 | 268
clock buffers | 7 | 86.3
inverters | 11 | 41.3
==> synth_stat cells, types with 3 or more instances <==
cell type  count
dfrtp_1       32
nor2_1        28
nand3_1       20
xnor2_1       18
clkbuf_1      17
nand4_1       16
nor2b_1       16
nand2_1       15
dfstp_2       12
xor2_1        12
a21oi_1       11
inv_1         10
a21boi_0       9
a22oi_1        9
ha_1           9
o21ai_0        9
o31ai_1        9
buf_4          8
mux2_2         8
mux2i_1        6
nand2b_1       6
buf_6          5
and4_1         4
buf_2          4
nand3b_1       4
and3_1         3
nor3_1         3
nor4_1         3
o211ai_1       3
or3_1          3
==> path summary, 6_finish.rpt <==
check                      slack, ps                    start                 endpoint
setup / recovery                 740              baud_val[1]  baudCount[15]$_DFF_PN0_
hold / removal                   480        TxRdy$_DFFE_PN1P_        TxRdy$_DFFE_PN1P_
setup reg to reg                1610  baudCount[13]$_DFF_PN0_  baudCount[15]$_DFF_PN0_
hold reg to reg                  480        TxRdy$_DFFE_PN1P_        TxRdy$_DFFE_PN1P_
max in group asynchronous       3270                     rstb   baudCount[3]$_DFF_PN0_
min in group asynchronous        630                     rstb      data[7]$_DFFE_PN0P_
==> power breakdown <==
part           switching [mW]  total [mW]  internal, mW  leakage [nW]
clock network           0.145       0.276         0.131        0.0445
logic                   0.200       0.374         0.175         0.829
registers              0.0931       0.579         0.486         0.532
==> flip-flops by register name, summed over array words and instances (netlist names) <==
signal and count:
TxRdy 1, baudCount 18, bitCount 4, data 8, sreg_data 11, start 1
write1Delay 1
==> layer usage <==
metal	wire length, um	vias up	share of wire (%)	track usage (%)
li1	-	1257	-	-
met2	3100	53	46	20.0
met5	0	-	0	0
met4	119	0	1.8	1.81
met1	3310	1254	49	21.0
met3	238	9	3.5	1.33
==> worst max-delay path, delay by kind of cell <==
kind / cells / cell delay (ps)
adders and majority gates: 1 / 430
and+or+nand+nor: 2 / 790
buffers and inverters: 3 / 850
xor gates and xnor gates: 1 / 170
AOI/OAI and AO/OA: 3 / 620
==> kinds of logic (layout without fill, tap and decap cells) <==
| group | Yosys count | in the layout | synth area share (%) |
|---|---|---|---|
| buffers and inverters | 46 | 49 | 7.73 |
| AOI/OAI and AO/OA | 70 | 70 | 16.5 |
| DFF | 44 | 44 | 35.2 |
| xor gates and xnor gates | 30 | 30 | 8.28 |
| other | 1 | 7 | 0.118 |
| muxes | 15 | 15 | 5.09 |
| and+or+nand+nor | 134 | 134 | 23.6 |
| adders and majority gates | 9 | 9 | 3.55 |
Power and IR drop assume default switching activity.
