==> flow/design.v <==
`timescale 1ns / 1ps
module display_controller(clk, rstb, annode3, annode2, annode1, annode0,  
								  a3, a2, a1, a0, a, b, c, d, e, f, g);
   input           clk, rstb;
   input [3:0]     annode3, annode2, annode1, annode0;
   output reg     a, b, c, d, e, f, g;
   output wire    a3, a2, a1, a0;
   reg  [3:0]      ad_out; 
   wire [1:0]      seg_sel;
   reg             clk_250;
   reg [15:0]      count = 0;
   always @(posedge clk, negedge rstb)
      if(!rstb) begin
         count <= 0;
         clk_250 <= 0;
      end 
      else begin
         count <= (count + 1);
         if(count >= 25000) begin
            count <= 0;
            clk_250 <= ~clk_250;
         end 
      end
   led_controller LED_contr(
	   .clk(clk_250), 
      .rstb(rstb), 
      .a3(a3), 
      .a2(a2), 
      .a1(a1), 
      .a0(a0), 
      .seg_sel(seg_sel)
   );
   always @(seg_sel, annode3, annode2, annode1, annode0)	
      case (seg_sel)		
         2'b00  :		ad_out =  annode0;   
         2'b01  :		ad_out =  annode1;   
         2'b10  :		ad_out =  annode2;   
         2'b11  :		ad_out =  annode3;   
         default: 	ad_out =  4'bx;   
      endcase		
   always@(ad_out)
      case (ad_out)
         4'b0000: {a, b, c, d, e, f, g} = 7'b0000001;  
         4'b0001: {a, b, c, d, e, f, g} = 7'b1001111;  
         4'b0010: {a, b, c, d, e, f, g} = 7'b0010010;  
         4'b0011: {a, b, c, d, e, f, g} = 7'b0000110;  
         4'b0100: {a, b, c, d, e, f, g} = 7'b1001100;  
         4'b0101: {a, b, c, d, e, f, g} = 7'b0100100;  
         4'b0110: {a, b, c, d, e, f, g} = 7'b0100000;  
         4'b0111: {a, b, c, d, e, f, g} = 7'b0001111;  
         4'b1000: {a, b, c, d, e, f, g} = 7'b0000000;  
         4'b1001: {a, b, c, d, e, f, g} = 7'b0001100;  
         4'b1010: {a, b, c, d, e, f, g} = 7'b0001000;  
         4'b1011: {a, b, c, d, e, f, g} = 7'b1100000;  
         4'b1100: {a, b, c, d, e, f, g} = 7'b0110001;  
         4'b1101: {a, b, c, d, e, f, g} = 7'b1000010;  
         4'b1110: {a, b, c, d, e, f, g} = 7'b0110000;  
         4'b1111: {a, b, c, d, e, f, g} = 7'b0111000;  
         default: {a, b, c, d, e, f, g} = 7'b1111111;  
      endcase
endmodule
`timescale 1ns / 1ps
module led_controller(clk, rstb, a3, a2, a1, a0, seg_sel);
   input 		clk, rstb;
   output reg a3, a2, a1, a0;
   output reg [1:0] seg_sel;	
   reg 		[1:0] present_state;
   reg		[1:0] next_state;
   always @(present_state)
      case (present_state) 
         2'b00 : next_state = 2'b01;
         2'b01 : next_state = 2'b10;
         2'b10 : next_state = 2'b11;
         2'b11 : next_state = 2'b00;
         default: next_state = 2'b00;		
      endcase	
	always @(posedge clk, negedge rstb)
      if (!rstb)
         present_state <= 2'b00;			
      else
         present_state <= next_state;
	always @(present_state)
      case (present_state)			
         2'b00  : {seg_sel, a3, a2, a1, a0} = 6'b00_1110;    
         2'b01  : {seg_sel, a3, a2, a1, a0} = 6'b01_1101;    
         2'b10  : {seg_sel, a3, a2, a1, a0} = 6'b10_1011;    
         2'b11  : {seg_sel, a3, a2, a1, a0} = 6'b11_0111;    
         default : {seg_sel, a3, a2, a1, a0} = 6'b00_1110;
      endcase
endmodule
==> flow/run.sh <==
#!/bin/bash
# OpenROAD 26Q1-2900-gdf79404cd8, Yosys 0.63+post, stock flow scripts
make -C /OpenROAD-flow-scripts/flow DESIGN_CONFIG=/design/flow/config.mk WORK_HOME=/design/flow/orfs finish
==> flow/config.mk <==
export PLATFORM = sky130hd
export DESIGN_NAME = display_controller
export DESIGN_NICKNAME = display_controller
export VERILOG_FILES = /design/flow/design.v
export SDC_FILE = /design/flow/constraint.sdc
export NUM_CORES = 4
export LEC_CHECK = 1
export CORE_AREA = 10 10 100 100
export DIE_AREA = 0 0 110 110
==> flow/constraint.sdc <==
current_design display_controller

set clk_period 3.5
set clk_io_pct 0.2

create_clock -name clk0 -period $clk_period [get_ports {clk}]

set non_clock_inputs [all_inputs -no_clocks]
set_input_delay [expr $clk_period * $clk_io_pct] -clock clk0 $non_clock_inputs
set_output_delay [expr $clk_period * $clk_io_pct] -clock clk0 [all_outputs]
==> results.txt <==
Here are the numbers from the latest Yosys + OpenROAD run.

The critical path arrival came out at 2740 ps. The reported leakage power came out at 0.794 nW. Dividing the detail-routed via count by the number of cells gives 3.94. The number of warnings the tools reported is 32. For this run, the register share of the synthesized area comes to 0.386. The routed wire length is 2.90 mm. Dividing the synthesized area by the synthesized cell count gives 9.47 sq um. The async set or reset register ratio after synthesis came out at 1.00. Entering global routing, the biggest net connects 22 pins.

The main area contributors are sky130_fd_sc_hd__dfrtp_1 37%, sky130_fd_sc_hd__ha_1 7.3%, sky130_fd_sc_hd__mux2i_1 7.3%, sky130_fd_sc_hd__xor2_1 5.8%, sky130_fd_sc_hd__nor2_1 5.5%. The largest vdd supply drop is 0.000165 V. The number of pins with negative max-slew slack in the final report is 0. Across the run, the number of max-cap violations was 0. The number of buffers and inverters on the critical path came out at 2. The worst slack on hold paths came out at 475 ps.

Per the OpenROAD floorplan log, the area of the core is 0.00781 sq mm. The category of the critical setup timing path is input pin to output pin. The routability congestion estimate is 0.858. The number of cells reported by Yosys stat comes to 144. At the floorplan stage, the core utilization is reported as 0.175. The highest clock rate this design can be run at is 291 MHz. The peak per-stage delay on the critical path is 400 ps.

The capturing element type of the critical path is an output pin. The number of buffers inserted during clock tree synthesis came out at 3. The number of endpoints failing setup at the final stage is 0. The number of buffers on the longest clock path came out at 2.

The cell that appears most often on the critical path is sky130_fd_sc_hd__clkdlybuf4s50_1. After synthesis the cells add up to 0.00136 sq mm. The netlist uses 38 different library cells. The fraction of post-synthesis cell area in the top cell type by area came out at 0.367. The overall via count from detail_route came out at 1100. The critical path's slowest stage uses the library cell sky130_fd_sc_hd__clkdlybuf4s50_1.

The flow ran to the end, and the final reports show no timing, DRC or antenna violations. Yosys reported a register bit count of 21. In the layout the commonest cells are 27 x sky130_fd_sc_hd__clkdlybuf4s50_1, 20 x sky130_fd_sc_hd__dfrtp_1, 20 x sky130_fd_sc_hd__nor2_1. The count of library flops with an enable pin is 0. The largest area contributor in the netlist is sky130_fd_sc_hd__dfrtp_1. The most common logic cell in the routed design is sky130_fd_sc_hd__clkdlybuf4s50_1. In this run the power density over the cells is 256 mW/mm^2. The synthesized netlist cell count came out at 144. In this run the horizontal extent of the chip is 110 um. The insertion delay to the later sink of the worst-skew pair came out at 250 ps. The worst path in the final design needs a cycle of 3440 ps, including I/O delays and setup.

TritonCTS built the clock tree. The first-iteration detailed-routing DRC count is 52. In this run the layout overhead on the synthesized area is reported as 35.7%.

Looking at the max-slew report, the worst-margin pin has a slew of 589 ps. The data required time of the worst path came out at 2800 ps. The number of antenna violations at the first check in global routing came out at 0.

The total DRC errors in the routed layout came out at 0. The final hold violation count came out at 0. Per the placement log, port buffering inserted 28 buffers. The global-route wire length before repair came out at 4.85 mm. The Yosys chip area came out at 0.00136 sq mm. The number of cell rows is 32. Traced cell by cell, the critical path runs through clkdlybuf4s50_1, mux2_1, a22oi_2, o21ai_4, ha_2, or3_1, o221a_1, clkdlybuf4s50_1. Measured against its own limit, the worst slew margin works out to 0.607. The post-detailed-route count of antenna-violating nets is 0. The final setup TNS came out at 0 ps. The timer found 4 register pins that no clock reaches; their paths are not timed. The critical path's top delay family is buffers and inverters. The post-placement setup slack came out at -72.4 ps. The number of top-level design ports is 29. The average routed wire per standard cell is 10.4 um.

Looking at the worst setup and hold paths, the clock pins of their registers show a slew of 60 ps. Setup repair after global routing could not meet its margin everywhere. The number of global-route vias before repair is 1066. The number of search-and-repair iterations in the first detailed-routing pass came out at 4.

The H-tree depth is 1. The combined global-route utilization of all metal layers came out at 0.0475. The total inserted antenna cells came out at 0. The full die area came out at 0.0121 sq mm. Measured along the y axis, the die boundary spans 110 um. The report shows a maximum critical-path fanout of 5. The tree is rooted in a sky130_fd_sc_hd__clkbuf_8. The post-route clock period utilization is 0.983. The final worst-path setup slack came out at 60.0 ps. The most used flip-flop cell is sky130_fd_sc_hd__dfrtp_1. The total overflow reported by the global router is 0. The share of cells above drive strength 1 came out at 0.124.

The placed wire-length estimate after detailed placement came out at 2.22 mm. Per the layout report, the design carries 852 filler cells. The count of endpoints without a timing constraint came out at 8. The synthesis warning total came out at 2.

The design draws 0.475 mW. Checking hold timing, the worst path is listed with class flip-flop to flip-flop. The worst clock skew is 5.06 ps. The worst setup path is launched from an input pin.
## layer usage
| metal | GRT usage | vias up | wire [um] |
|---|---|---|---|
| met5 | 0 | - | 0 |
| met4 | 0.00186 | 0 | 0 |
| met3 | 0.0176 | 0 | 277 |
| met2 | 0.0711 | 31 | 1080 |
| met1 | 0.0677 | 509 | 1550 |
| li1 | - | 560 | - |
## synthesized netlist by cell type, types with 2 or more instances
cell type and n:
sky130_fd_sc_hd__xnor2_1 5, sky130_fd_sc_hd__nand4_1 3, sky130_fd_sc_hd__mux2i_1 10, sky130_fd_sc_hd__a22oi_1 2, sky130_fd_sc_hd__ha_1 8, sky130_fd_sc_hd__dfrtp_1 20, sky130_fd_sc_hd__and4_1 2, sky130_fd_sc_hd__nor2_1 20
sky130_fd_sc_hd__inv_1 8, sky130_fd_sc_hd__nand3_1 6, sky130_fd_sc_hd__a21o_1 2, sky130_fd_sc_hd__buf_6 3, sky130_fd_sc_hd__and3_1 2, sky130_fd_sc_hd__a22o_1 2, sky130_fd_sc_hd__nand2_1 13, sky130_fd_sc_hd__o22ai_1 3
sky130_fd_sc_hd__o21ai_1 4, sky130_fd_sc_hd__xor2_1 9, sky130_fd_sc_hd__a21oi_1 3
## repair_timing
| item | 4_1_cts | 5_1_grt |
|---|---|---|
| hold endpoints to repair | 0 | 0 |
| resized | 3 | 6 |
| hold buffers | 0 | 0 |
| setup endpoints to repair | 3 | 4 |
| setup buffers | 0 | 1 |
| gates cloned | 0 | 0 |
| pin swaps | 0 | 4 |
## where the power goes
group | leakage (nW) | total [mW] | internal, mW | switching (mW)
Clock | 0.0228 | 0.141 | 0.0806 | 0.0608
Sequential | 0.283 | 0.239 | 0.229 | 0.00988
Combinational | 0.488 | 0.0942 | 0.0557 | 0.0385
## state kept, by name, summed over array words and instances, names as in the netlist
signal / flops
count: 16
LED_contr.present_state: 4
clk_250: 1
## worst register-to-register path: cells and delay by family, from the launching register on
kind	cells	cell delay, ps
compound gates	2	540
simple gates	1	270
xor+xnor	1	220
flops	1	420
## cell type report
type                            instances  area, sq um  area share
Sequential cell                        21          527       0.285
Inverter                                8         30.0      0.0162
Clock buffer                            4         45.0      0.0243
Tap cell                              102          128      0.0690
Timing Repair Buffer                   34          328       0.177
Multi-Input combinational cell        110          793       0.429
## metrics by stage
| stage | std cells | instance area [sq um] | util |
|---|---|---|---|
| after floorplan | 144 | 1360 | - |
| after global placement | 274 | 1770 | 0.226 |
| after detailed placement | 274 | 1770 | 0.226 |
| after CTS | 278 | 1820 | 0.234 |
| after global routing | 279 | 1850 | 0.237 |
| final | 279 | 1850 | 0.237 |
## cells by family after synthesis
logic type                 Yosys count  share of synthesized area
AOI/OAI and AO/OA                   25                      0.139
other                                1                    0.00275
and+or+nand+nor                     51                      0.173
adders and majority gates            8                     0.0734
DFF                                 21                      0.386
muxes                               11                     0.0817
buffers and inverters               13                     0.0532
xor gates and xnor gates            14                     0.0899
## worst paths after layout
kind / startpoint / end / slack, ps / cells past startpoint
worst min register to register: count[0] / count[0] / 480 / 1
min in group asynchronous: rstb / count[10] / 790 / 2
worst max register to register: count[12] / clk_250 / 1910 / 4
max in group asynchronous: rstb / count[2] / 2500 / 2
worst max-delay path: annode1[0] / a / 60 / 8
worst min-delay path: count[0] / count[0] / 480 / 1
Power figures rest on the tool's default switching activity, not on a simulated workload.
